==> design/flow/config.mk <==
export PLATFORM = sky130hd
export DESIGN_NAME = compare_and_shift
export DESIGN_NICKNAME = compare_and_shift
export VERILOG_FILES = /design/flow/design.v
export SDC_FILE = /design/flow/constraint.sdc
export NUM_CORES = 4
export LEC_CHECK = 1
export CORE_UTILIZATION = 40
==> design/flow/constraint.sdc <==
current_design compare_and_shift

set clk_period 23.6
set clk_io_pct 0.2

create_clock -name clk0 -period $clk_period

set non_clock_inputs [all_inputs -no_clocks]
set_input_delay [expr $clk_period * $clk_io_pct] -clock clk0 $non_clock_inputs
set_output_delay [expr $clk_period * $clk_io_pct] -clock clk0 [all_outputs]
==> design/flow/design.v <==
`timescale 1ns / 1ps
module compare_and_shift (
    input [7:0] exp_a,
    input [7:0] exp_b,
    input [23:0] man_a,
    input [23:0] man_b,
    output reg [23:0] al_man_a,
    output reg [23:0] al_man_b,
    output reg [7:0] shift
);
    always @(*) begin
        if (exp_a > exp_b) begin
            shift = exp_a - exp_b;
            al_man_a = man_a;
            al_man_b = man_b >> shift;
        end else begin
            shift = exp_b - exp_a;
            al_man_a = man_a >> shift;
            al_man_b = man_b;
        end
    end
endmodule
==> design/flow/run.sh <==
#!/bin/bash
# OpenROAD 26Q1-2900-gdf79404cd8, Yosys 0.63+post, stock flow scripts
make -C /OpenROAD-flow-scripts/flow DESIGN_CONFIG=/design/flow/config.mk WORK_HOME=/design/flow/orfs finish
==> datasheet_impl.txt <==
Summary of implementation characteristics

Parameter                              Value

Power
  Power per standard cell area .................. 39.4 nW/um^2
  Peak supply drop .................. ~0.020 mV
  Static leakage power .................. between 0.0015 and 0.002 uW
  Sum of internal, switching and leakage power .................. 164 uW

Clocking
  Setup Buffers After CTS .................. 0
  Resized Gates After CTS .................. 0
  Number of hold buffers added after CTS .................. 0

Routing
  Met3 wire len .................. 677 microns
  Number of antenna diodes .................. 0
  Uppermost metal layer occupied by signal nets .................. met4
  Length of routed wiring on met1 .................. 4300 microns
  Avg WL per Cell .................. 17.4 microns
  Routed vias .................. 3466
  Via density per instance .................. 5.88
  Met2 wire length .................. 5090 microns
  Number of DRC markers after the initial detailed-route iteration .................. 228
  Number of optimization iterations in the first detailed-route pass .................. 4
  DRC Markers .................. 0
  Count of antenna-violating nets left after detailed routing .................. 0
  Post-detailed-routing wire length .................. roughly 10000 microns

Finish
  Relative area change from synthesis to final layout .................. 39.9%
  Final design instance area without fill .................. slightly above 4000 sq um
  Fraction of final layout cells with drive strength greater than 1 .................. 11.4%
  Highest-count logic cell in the final layout .................. clkdlybuf4s50_1
  Total area of sequential cells .................. 0 sq um
  Flops .................. 0
  Layout clock buffers .................. 0
  Number of cells in the finished layout apart from fillers .................. 589
  Most numerous logic cells after layout .................. 120 x clkdlybuf4s50_1, 73 x nand2_1, 23 x mux4_2

GRT
  Initial antenna violation count .................. 0
  Pin count of the biggest net entering global routing .................. approximately 47
  Total global routing overflow .................. 0
  Number of global-route vias before repair .................. 3160
  Global-route usage over all layers .................. 26.8%
  Global-route wire length before repair .................. approximately 16000 microns

STA
  Setup repair after global routing missed its margin .................. false
  Worst Slack Setup Final .................. about 9200 ps
  Final Hold Violating Endpoints .................. 0
  Portion of the clock cycle consumed by the worst path in the final layout .................. 60.8%
  Number of endpoints failing setup at the final stage .................. 0
  Highest Clock Rate .................. 0.0697 GHz
  Total negative slack for setup checks .................. 0 ps
  Max-slew headroom at the worst pin .................. 44.4%
  Final period demand of the worst path .................. 14350 ps
  Transition time at the pin with the least slew margin .................. 825 ps
  Max-slew violation total from the final report .................. 0

Die
  Die height .................. 88.2 microns
  Count of pins on the block boundary .................. 120
  Area of the die .................. 7770 sq um
  Standard cell core area .................. 7210 sq um
  Number of cell rows .................. 31
  Chip Width .................. 88.2 microns
  Core utilization at floorplan .................. 41.2%

Synthesis
  Ys cells .................. 400
  Mapped Avg Cell Area .................. approximately 7.4 sq um
  Warning count from the yosys run .................. 1
  Count of unique library cells instantiated by Yosys .................. between 60 and 70
  YS chip area .................. 2970 sq um
  Sequential element share of the synthesized area .................. 0%
  Number of cells produced by synthesis .................. 400
  Cell area after synthesis .................. 2970 sq um

Place
  Total half-perimeter wirelength after legalization and detailed placement .................. 8200 microns
  Worst slack, placed .................. 9220 ps
  Placed Cells incl. Taps .................. 589
  Placer congestion estimate .................. 0.976
  Area after detailed placement .................. 4150 sq um
  Count of input and output buffers .................. 120

Worst hold path
  Hold crit path type .................. in2out
  Hold_sp .................. man_a[8]
  Number of instances on the worst hold path .................. 4

Worst setup path
  Setup crit start kind .................. input pin
  Launch point of the worst path .................. exp_a[6]
  Sort of element at the end of the critical path .................. primary output
  Data arrival time of the critical path .................. 9630 ps
  WP data required .................. 18880 ps
  Critical path class .................. in2out
  CP max FO .................. 38

Flow run
  Number of max-capacitance violations reported .................. 0
  Log Warnings .................. 40

Run status
  Status .................. finished clean
power by group:
group / internal, uW / switching, uW / total [uW]
Combinational: 78.6 / 85.2 / 164
Sequential: 0 / 0 / 0
Clock: 0 / 0 / 0
Total: 78.6 / 85.2 / 164
layer usage:
layer,global-route usage [%],vias to the layer above
li1,-,1701
met1,37.7,1610
met2,45.5,144
met3,2.29,11
met4,6.16,0
met5,0,-
worst max-delay path: stages:
cell	delay (ps)
clkdlybuf4s50_1	480
inv_1	50
ha_1	540
nand4_2	190
or2_4	310
o21ai_4	60
buf_4	400
o21ai_0	420
nand2_1	540
inv_1	330
a21o_1	230
a21oi_1	380
a211oi_1	180
o31ai_1	270
clkdlybuf4s50_1	500
through the flow:
step                      util (%)  hold slack (ps)
after floorplan                  -             9490
after global placement        57.6            10380
after detailed placement      57.6            10370
after CTS                     57.6            10380
after global routing          57.6            10440
final                         57.6            10380
synthesized netlist by cell type (6+ instances only):
cell type / number / area share, %
mux4_2: 23 / 17
mux2i_1: 19 / 6.4
ha_1: 15 / 6.3
nor2_1: 16 / 2.0
o31ai_1: 8 / 2.0
clkbuf_1: 21 / 2.7
o21ai_0: 22 / 3.7
o21ai_1: 9 / 1.5
nand3_1: 11 / 1.9
a21oi_1: 14 / 2.4
a22o_1: 12 / 3.5
nand2_1: 73 / 9.2
buf_2: 7 / 1.2
inv_1: 21 / 2.7
mux2_2: 6 / 2.3
o22ai_1: 6 / 1.3
nor3_1: 15 / 2.5
area by class of cell:
cell class | count | area [sq um]
Timing Repair Buffer | 126 | 1250
Tap cell | 99 | 124
Multi-Input combinational cell | 342 | 2700
Inverter | 22 | 82.6
Fill cell | 683 | 3060
logic make-up after synthesis:
kind of cell               after synthesis  share of synthesized area, %
AOI/OAI and AO/OA                      121                          29.8
muxes                                   52                          28.4
and+or+nand+nor                        149                          23.7
xor gates and xnor gates                 3                          1.14
adders and majority gates               17                          7.67
buffers and inverters                   58                          9.27
path summary, 6_finish.rpt:
kind     endpoint  slack (ps)
max   al_man_b[2]        9250
min   al_man_a[8]       10380
Power and IR drop assume default switching activity.
