## flow/run.sh

```bash
#!/bin/bash
# OpenROAD 26Q1-2900-gdf79404cd8, Yosys 0.63+post, stock flow scripts
make -C /OpenROAD-flow-scripts/flow DESIGN_CONFIG=/design/flow/config.mk WORK_HOME=/design/flow/orfs finish
```

## flow/config.mk

```make
export PLATFORM = sky130hd
export DESIGN_NAME = addition_s
export DESIGN_NICKNAME = addition_s
export VERILOG_FILES = /design/flow/design.v
export SDC_FILE = /design/flow/constraint.sdc
export NUM_CORES = 4
export LEC_CHECK = 1
export CORE_UTILIZATION = 40
```

## flow/constraint.sdc

```tcl
current_design addition_s

set clk_period 14.3
set clk_io_pct 0.2

create_clock -name clk0 -period $clk_period

set non_clock_inputs [all_inputs -no_clocks]
set_input_delay [expr $clk_period * $clk_io_pct] -clock clk0 $non_clock_inputs
set_output_delay [expr $clk_period * $clk_io_pct] -clock clk0 [all_outputs]
```

## flow/design.v

```verilog
`timescale 1ns / 1ps
module addition_s(
    input sign_a,
    input sign_b,
    input [23:0] a,b,
    output reg [24:0] res,
    output reg sign_res
    );
    always @(*) begin
        if (sign_a == sign_b) begin
            sign_res = sign_a;   
            res = a+b;
        end
        else if (a >= b) begin
            res = a - b;
            sign_res = sign_a;
        end
        else begin
            res = b - a;
            sign_res = sign_b;
        end
    end
endmodule
```

==> impl_metrics.tcl <==
# place-and-route summary
set metrics [dict create \
    synth.area.top_cells "ha_1 25%, a21oi_1 9.2%, inv_1 7.3%" \
    hold_path_class "input port to output pin" \
    top_area_share_pct 25.33 \
    rsz0062_at_grt "false" \
    top_cell "ha_1" \
    report.final.slew_viol_count 0 \
    wl_per_cell_um 15.70 \
    path_class "input port to output pin" \
    chip_area_mm2 0.009651 \
    crit_top_cell "clkdlybuf4s50_1" \
    syn-instance-count 565 \
    ys_cells 565 \
    num-fill-cells 916 \
    final_antenna_net_count 0 \
    xor_area_share_pct 5.674 \
    ys_sh_mux_pct 2.600 \
    areaGrowthSynthToFinish_pct 22.36 \
    p_leak_nw 2.140 \
    ys_top_cells_by_count "75 x ha_1, 72 x inv_1, 68 x a21oi_1" \
    synth_chip_area_mm2 0.003705 \
    core_mm2 0.008848 \
    worstMarginPinSlew_ns 0.7494 \
    top_logic_kind "AND-OR/OR-AND gates" \
    fmax_mhz 98.71 \
    rows 34 \
    grt_pass1_vias 3761 \
    overflow 0 \
    cts_resized 0 \
    syn_area_mm2 0.003705 \
    cpPeakStageDelay_ns 0.60 \
    crit_chain "clkdlybuf4s50_1 > inv_1 > ha_1 > and4_4 > nor3b_1 > a221o_1 > or3_4 > o21ai_4 > a311oi_1 > nor4_1 > o21ai_0 > a31o_1 > clkdlybuf4s50_1" \
    routed-via-count 4143 \
    drv_cap 0 \
    max_slew_margin_pct 49.85 \
    period_used_pct 70.84 \
    hold_viol 0 \
    peakVddDrop_v 0.00002142 \
    ys_seq_share_pct 0 \
    tns_ns 0 \
    syn_avg_cell_area_um2 6.557 \
    via_per_inst 5.707 \
    dp_hpwl_um 9248 \
    grt_pass1_wl_um 18920 \
    antennaDiodeCount 0 \
    antenna_found_initial 0 \
    endpoint_kind "output pin" \
    place.gp.congestion 0.9673 \
    crit_required_ns 11.44 \
    cp-start-kind "input port" \
    drc_errors 0 \
    fin_ws_ns 4.169 \
    flops 0 \
    setup_violations 0 \
    dpl_worst_slack_ns 4.216 \
    hold_slack_ns 6.756 \
    synthAoiAreaFrac_pct 34.99 \
    fp.dieH_um 98.24 \
    wl_um 11400 \
    dr.pass1.iters 17 \
    yosys_warnings 1 \
    status "finished clean" \
    flop_area_um2 0 \
    crit_fanout 28 \
    layout-drive-gt1-share_pct 2.265 \
    ys_sh_simple_pct 19.05 \
    cts_setup_buffers 0 \
    yosysTopAreaCell "ha_1" \
    slowest_stage "o21ai_4" \
    cp.arrival_ns 7.27 \
    fin_util_pct 51.23 \
    grt_max_degree 35 \
    initial_core_util_pct 41.87 \
    tool_warnings 83 \
    synth_cell_types 55 \
    logic_area_mm2 0.003314 \
    p_per_area_mw_per_mm2 49.46 \
    ios 76 \
    postCtsHoldBufs 0 \
    grt_use_total_pct 24.00 \
    ys_sh_adder_pct 26.95 \
    nClkBuffers 0 \
    period_needed_ns 10.13 \
    die_x_um 98.24 \
    first_iter_violations 190 \
    io_buffers 76 \
]
==> power by group <==
group / switching, W / internal [W]
registers: 0 / 0
logic: 0.000113 / 0.000112
clock network: 0 / 0
==> metrics by stage <==
stage	instance area [um2]	power, W	instances
6_report	4533	0.0002242	726
5_1_grt	4533	0.0002489	726
4_1_cts	4533	0.0002241	726
3_5_place_dp	4533	0.0002222	726
3_3_place_gp	4533	0.0002240	726
2_1_floorplan	3705	0.0001292	565
==> area by class of cell <==
class	instances	area share, %
Multi-Input combinational cell	463	73.12
Timing Repair Buffer	83	17.94
Inverter	72	5.962
Tap cell	108	2.981
==> metal layers <==
layer  vias up  GRT usage, %  wire length [um]
met3         8         1.744               609
met5         -             0                 0
met2       138         37.87              5017
met4         0         1.952               100
li1       2109             -                 -
met1      1888         37.19              5668
==> logic make-up after synthesis <==
logic type,count (synthesis)
adder cells (fa/ha/maj),78
buffers and inverters,102
XOR/XNOR,24
multiplexers,9
AND/OR/NAND/NOR,150
AND-OR/OR-AND,202
==> worst max-delay path, delay by kind of cell <==
| kind | cells | cell delay, ns |
|---|---|---|
| simple gates | 4 | 1.36 |
| compound gates | 5 | 1.62 |
| fa+ha+maj | 1 | 0.48 |
| buf+inv | 3 | 0.94 |
==> final timing paths <==
check    from        to  slack [ns]  cells past startpoint
max     a[10]   res[24]        4.17                     13
min    sign_b  sign_res        6.76                      4
==> cells in the final DEF (no fill, tap or decap), types with 2 or more instances in the layout <==
cell type	instances
nand2_1	38
nor2_1	53
nand2b_1	6
nand4_1	8
a311oi_1	5
nand3_1	5
xor2_1	2
nor2b_1	7
a21oi_1	68
o2111ai_1	2
a21o_1	18
a2111oi_0	3
a21boi_0	2
or3_1	3
buf_4	7
or4_1	2
a221o_1	3
fa_1	3
o41ai_1	3
a211oi_1	4
mux2i_1	7
nor3b_1	3
a31oi_1	9
o21bai_1	8
nor4_1	4
o31ai_1	9
ha_1	75
inv_1	72
o221ai_1	2
o311ai_1	2
nor3_1	13
o21a_1	7
xnor2_1	21
o211ai_1	11
o311ai_0	2
and3_1	4
clkdlybuf4s50_1	76
o21ai_0	33
o22ai_1	3
Power and IR drop assume default switching activity.
